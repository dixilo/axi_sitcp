$ cat flow/run.sh
#!/bin/bash
# OpenROAD 26Q1-2900-gdf79404cd8, Yosys 0.63+post, stock flow scripts
make -C /OpenROAD-flow-scripts/flow DESIGN_CONFIG=/design/flow/config.mk WORK_HOME=/design/flow/orfs finish
$ cat flow/config.mk
export PLATFORM = sky130hd
export DESIGN_NAME = adapter_8_32
export DESIGN_NICKNAME = adapter_8_32
export VERILOG_FILES = /design/flow/design.v
export SDC_FILE = /design/flow/constraint.sdc
export NUM_CORES = 4
export LEC_CHECK = 1
export CORE_UTILIZATION = 40
$ cat flow/constraint.sdc
current_design adapter_8_32

set clk_period 5.5
set clk_io_pct 0.2

create_clock -name clk0 -period $clk_period [get_ports {clk}]

set non_clock_inputs [all_inputs -no_clocks]
set_input_delay [expr $clk_period * $clk_io_pct] -clock clk0 $non_clock_inputs
set_output_delay [expr $clk_period * $clk_io_pct] -clock clk0 [all_outputs]
$ cat flow/design.v
`timescale 1ns / 1ps
module adapter_8_32(
    input wire clk,
    input wire rst,
    input  wire [31:0] s_axi_awaddr,  
    input  wire [2:0]  s_axi_awprot,  
    input  wire        s_axi_awvalid, 
    output wire        s_axi_awready, 
    input  wire [31:0] s_axi_wdata,   
    input  wire [3:0]  s_axi_wstrb,   
    input  wire        s_axi_wvalid,  
    output wire        s_axi_wready,  
    output wire [1:0]  s_axi_bresp,   
    output wire        s_axi_bvalid,  
    input  wire        s_axi_bready,  
    input  wire [31:0] s_axi_araddr,  
    input  wire [2:0]  s_axi_arprot,  
    input  wire        s_axi_arvalid, 
    output wire        s_axi_arready, 
    output wire [31:0] s_axi_rdata,   
    output wire        s_axi_rvalid,  
    input  wire        s_axi_rready,  
    output wire [1:0]  s_axi_rresp,   
    output wire [31:0] m_axi_awaddr,  
    output wire [2:0]  m_axi_awprot,  
    output wire        m_axi_awvalid, 
    input  wire        m_axi_awready, 
    output wire [31:0] m_axi_wdata,   
    output wire [3:0]  m_axi_wstrb,   
    output wire        m_axi_wvalid,  
    input  wire        m_axi_wready,  
    input  wire [1:0]  m_axi_bresp,   
    input  wire        m_axi_bvalid,  
    output wire        m_axi_bready,  
    output wire [31:0] m_axi_araddr,  
    output wire [2:0]  m_axi_arprot,  
    output wire        m_axi_arvalid, 
    input  wire        m_axi_arready, 
    input  wire [31:0] m_axi_rdata,   
    input  wire        m_axi_rvalid,  
    output wire        m_axi_rready,  
    input  wire [1:0]  m_axi_rresp,   
    input  wire [3:0]  araddr_res       
);
    adapter_8_32_w w_inst(
        .clk(clk),
        .rst(rst),
        .s_axi_awaddr(s_axi_awaddr),
        .s_axi_awprot(s_axi_awprot),
        .s_axi_awvalid(s_axi_awvalid),
        .s_axi_awready(s_axi_awready),
        .s_axi_wdata(s_axi_wdata),
        .s_axi_wstrb(s_axi_wstrb),
        .s_axi_wvalid(s_axi_wvalid),
        .s_axi_wready(s_axi_wready),
        .s_axi_bresp(s_axi_bresp),
        .s_axi_bvalid(s_axi_bvalid),
        .s_axi_bready(s_axi_bready),
        .m_axi_awaddr(m_axi_awaddr),
        .m_axi_awprot(m_axi_awprot),
        .m_axi_awvalid(m_axi_awvalid),
        .m_axi_awready(m_axi_awready),
        .m_axi_wdata(m_axi_wdata),
        .m_axi_wstrb(m_axi_wstrb),
        .m_axi_wvalid(m_axi_wvalid),
        .m_axi_wready(m_axi_wready),
        .m_axi_bresp(m_axi_bresp),
        .m_axi_bvalid(m_axi_bvalid),
        .m_axi_bready(m_axi_bready)
    );
    adapter_8_32_r r_inst(
        .clk(clk),
        .rst(rst),
        .s_axi_araddr(s_axi_araddr),
        .s_axi_arprot(s_axi_arprot),
        .s_axi_arvalid(s_axi_arvalid),
        .s_axi_arready(s_axi_arready),
        .s_axi_rdata(s_axi_rdata),
        .s_axi_rvalid(s_axi_rvalid),
        .s_axi_rready(s_axi_rready),
        .s_axi_rresp(s_axi_rresp),
        .m_axi_araddr (m_axi_araddr ),
        .m_axi_arprot (m_axi_arprot ),
        .m_axi_arvalid(m_axi_arvalid),
        .m_axi_arready(m_axi_arready),
        .m_axi_rdata  (m_axi_rdata  ),
        .m_axi_rvalid (m_axi_rvalid ),
        .m_axi_rready (m_axi_rready ),
        .m_axi_rresp  (m_axi_rresp  ),
        .araddr_res   (araddr_res   )
    );
endmodule
`timescale 1ns / 1ps
module adapter_8_32_r(
    input wire clk,
    input wire rst,
    input  wire [31:0] s_axi_araddr,  
    input  wire [2:0]  s_axi_arprot,  
    input  wire        s_axi_arvalid, 
    output wire        s_axi_arready, 
    output wire [31:0] s_axi_rdata,   
    output wire        s_axi_rvalid,  
    input  wire        s_axi_rready,  
    output wire [1:0]  s_axi_rresp,   
    output wire [31:0] m_axi_araddr,  
    output wire [2:0]  m_axi_arprot,  
    output wire        m_axi_arvalid, 
    input  wire        m_axi_arready, 
    input  wire [31:0] m_axi_rdata,   
    input  wire        m_axi_rvalid,  
    output wire        m_axi_rready,  
    input  wire [1:0]  m_axi_rresp,   
    input  wire [3:0]  araddr_res     
);
    assign s_axi_rresp = m_axi_rresp;
    wire m_busy;
    reg s_arready_buf;
    reg [31:0] s_araddr_buf;
    assign s_axi_arready = s_arready_buf;
    assign m_axi_araddr = s_araddr_buf;
    wire ar_acc = ~s_arready_buf && s_axi_arvalid && ~m_busy;
    always @(posedge clk) begin
        if (rst) begin
            s_arready_buf <= 1'b0;
            s_araddr_buf <= 32'b0;
        end else begin
            if (ar_acc) begin
                s_arready_buf <= 1'b1;
                s_araddr_buf <= s_axi_araddr;
            end else begin
                s_arready_buf <= 1'b0;
            end
        end
    end
    wire addr_change = ar_acc && (s_araddr_buf != s_axi_araddr);
    reg [3:0] addr_res_buf;
    always @(posedge clk) begin
        if (rst) begin
           addr_res_buf <= 4'b00;
        end else begin
            if (addr_change) begin
                addr_res_buf <= araddr_res;
            end else begin
                if (addr_res_buf == 4'b1111) begin
                    addr_res_buf <= 4'b0000;
                end else begin
                    if (ar_acc) begin
                        addr_res_buf <= addr_res_buf | araddr_res;
                    end
                end
            end
        end
    end
    wire refresh = ar_acc && (addr_res_buf == 4'b0000);
    reg s_rvalid_buf;
    reg [1:0] s_rresp_buf;
    wire r_acc = s_arready_buf && s_axi_arvalid && ~s_rvalid_buf;
    reg wait_read;
    always @(posedge clk) begin
        if (rst) begin
            s_rvalid_buf <= 1'b0;
            s_rresp_buf <= 2'b0;
            wait_read <= 1'b0;
        end else begin
            if (s_rvalid_buf && s_axi_rready) begin
                s_rvalid_buf <= 1'b0;
            end else if (r_acc) begin
                if (~m_busy) begin
                    s_rvalid_buf <= 1'b1;
                    s_rresp_buf <= 2'b0;
                end else begin
                    wait_read <= 1'b1;
                end
            end else if (wait_read) begin
                if (~m_busy) begin
                    s_rvalid_buf <= 1'b1;
                    s_rresp_buf <= 2'b0;
                    wait_read <= 1'b0;
                end
            end
        end
    end
    assign s_axi_rvalid = s_rvalid_buf;
    reg m_arvalid_buf;
    always @(posedge clk) begin
        if (rst) begin
            m_arvalid_buf <= 1'b0;
        end else begin
            if (addr_change | refresh) begin
                m_arvalid_buf <= 1'b1;
            end else if (m_arvalid_buf && m_axi_arready) begin
                m_arvalid_buf <= 1'b0;
            end
        end
    end
    assign m_axi_arvalid = m_arvalid_buf;
    reg [31:0] m_rdata_buf;
    always @(posedge clk) begin
        if (rst) begin
            m_rdata_buf <= 32'b0;
        end else begin
            if (m_axi_rvalid) begin
                m_rdata_buf <= m_axi_rdata;
            end
        end
    end
    assign s_axi_rdata = m_rdata_buf;
    reg m_rready_buf;
    always @(posedge clk) begin
        if (rst) begin
            m_rready_buf <= 1'b0;
        end else begin
            if (m_axi_rvalid && ~m_rready_buf) begin
                m_rready_buf <= 1'b1;
            end else if (m_rready_buf) begin
                m_rready_buf <= 1'b0;
            end else begin
                m_rready_buf <= m_rready_buf;
            end
        end
    end
    assign m_axi_rready = m_rready_buf;
    assign m_axi_arprot = 3'b000;
    reg m_busy_buf;
    always @(posedge clk) begin
        if (rst) begin
            m_busy_buf <= 1'b0;
        end else begin
            if (addr_change | refresh) begin
                m_busy_buf <= 1'b1;
            end else if (m_rready_buf) begin
                m_busy_buf <= 1'b0;
            end
        end
    end
    assign m_busy = m_busy_buf;
endmodule
`timescale 1ns / 1ps
module adapter_8_32_w(
    input wire clk,
    input wire rst,
    input  wire [31:0] s_axi_awaddr,  
    input  wire [2:0]  s_axi_awprot,  
    input  wire        s_axi_awvalid, 
    output wire        s_axi_awready, 
    input  wire [31:0] s_axi_wdata,   
    input  wire [3:0]  s_axi_wstrb,   
    input  wire        s_axi_wvalid,  
    output wire        s_axi_wready,  
    output wire [1:0]  s_axi_bresp,   
    output wire        s_axi_bvalid,  
    input  wire        s_axi_bready,  
    output wire [31:0] m_axi_awaddr,  
    output wire [2:0]  m_axi_awprot,  
    output wire        m_axi_awvalid, 
    input  wire        m_axi_awready, 
    output wire [31:0] m_axi_wdata,   
    output wire [3:0]  m_axi_wstrb,   
    output wire        m_axi_wvalid,  
    input  wire        m_axi_wready,  
    input  wire [1:0]  m_axi_bresp,   
    input  wire        m_axi_bvalid,  
    output wire        m_axi_bready   
);
    wire m_busy;
    reg s_awready_buf;
    reg s_aw_en;  
    reg s_bvalid_buf;
    wire aw_acc = ~s_awready_buf && s_axi_awvalid && s_axi_wvalid && s_aw_en && ~m_busy;
    always @(posedge clk) begin
        if (rst) begin
            s_awready_buf <= 1'b0;
            s_aw_en <= 1'b1;
        end else begin
            if (aw_acc) begin
                s_awready_buf <= 1'b1;
                s_aw_en <= 1'b0;
            end else if (s_axi_bready && s_bvalid_buf) begin
                s_aw_en <= 1'b1;
                s_awready_buf <= 1'b0;
            end else begin
                s_awready_buf <= 1'b0;
            end
        end
    end
    assign s_axi_awready = s_awready_buf;
    reg [31:0] s_awaddr_buf;
    wire s_awaddr_change = s_aw_en ? (s_awaddr_buf != s_axi_awaddr): 0;
    integer byte_index;
    always @(posedge clk) begin
        if (rst) begin
            s_awaddr_buf <= 32'd0;
        end else begin
            if (aw_acc) begin
                s_awaddr_buf <= s_axi_awaddr;
            end
        end
    end
    reg s_wready_buf;
    wire w_acc = ~s_wready_buf && s_axi_awvalid && s_axi_wvalid && s_aw_en && ~m_busy;
    always @(posedge clk) begin
        if (rst) begin
            s_wready_buf <= 1'b0;
        end else begin
            if (w_acc) begin
                s_wready_buf <= 1'b1;
            end else begin
                s_wready_buf <= 1'b0;
            end
        end
    end
    assign s_axi_wready = s_wready_buf;
    reg [31:0] wdata_buf;
    always @(posedge clk) begin
        if (rst) begin
            wdata_buf <= 32'd0;
        end else begin
            if (w_acc) begin
                for (byte_index = 0; byte_index <= 3; byte_index = byte_index + 1)
                    if( s_axi_wstrb[byte_index] == 1 ) begin
                        wdata_buf[(byte_index*8) +: 8] <= s_axi_wdata[(byte_index*8) +: 8];
                    end
            end
        end
    end
    reg [3:0] wstrb_sum;
    wire wstrb_full = (wstrb_sum == 4'b1111);
    always @(posedge clk) begin
        if (rst) begin
            wstrb_sum <= 4'b0000;
        end else begin
            if (w_acc) begin
                if (s_awaddr_change) begin
                    wstrb_sum <= 4'b0000 | s_axi_wstrb;
                end else begin
                    wstrb_sum <= wstrb_sum | s_axi_wstrb;
                end
            end else if (wstrb_full) begin
                wstrb_sum <= 4'b0000;
            end
        end
    end
    assign s_axi_bresp = 2'b0;  
    wire b_acc = s_awready_buf && s_axi_awvalid && ~s_bvalid_buf && s_wready_buf && s_axi_wvalid;
    always @(posedge clk) begin
        if (rst) begin
            s_bvalid_buf <= 1'b0;
        end else begin
            if (b_acc) begin
                s_bvalid_buf <= 1'b1;
            end else begin
               if (s_axi_bready && s_bvalid_buf) begin
                   s_bvalid_buf <= 1'b0;
               end
            end
        end
    end
    assign s_axi_bvalid = s_bvalid_buf;
    assign m_axi_awaddr = s_awaddr_buf;
    assign m_axi_wstrb = 4'b1111;
    reg m_awvalid_buf;
    always @(posedge clk) begin
        if (rst) begin
            m_awvalid_buf <= 1'b0;
        end else begin
            if (m_awvalid_buf) begin
                if (m_axi_wready) begin
                    m_awvalid_buf <= 1'b0;
                end
            end else begin
                if (wstrb_full) begin
                    m_awvalid_buf <= 1'b1;
                end
            end
        end
    end
    assign m_axi_awvalid = m_awvalid_buf;
    assign m_axi_wdata = wdata_buf;
    reg m_wvalid_buf;
    always @(posedge clk) begin
        if (rst) begin
            m_wvalid_buf <= 1'b0;
        end else begin
            if (m_wvalid_buf) begin
                if (m_axi_wready) begin
                    m_wvalid_buf <= 1'b0;
                end
            end else begin
                if (wstrb_full) begin
                    m_wvalid_buf <= 1'b1;
                end
            end
        end
    end
    assign m_axi_wvalid = m_wvalid_buf;
    reg m_bready_buf;
    always @(posedge clk) begin
        if (rst) begin
            m_bready_buf <= 1'b0;
        end else begin
            if (m_axi_bvalid && ~m_bready_buf) begin
                m_bready_buf <= 1'b1;
            end else if (m_bready_buf) begin
                m_bready_buf <= 1'b0;
            end else begin
                m_bready_buf <= m_bready_buf;
            end
        end
    end
    assign m_axi_bready = m_bready_buf;
    assign m_axi_awprot = 3'b000;
    reg m_busy_buf;
    always @(posedge clk) begin
        if (rst) begin
            m_busy_buf <= 1'b0;
        end else begin
            if (wstrb_full) begin
                m_busy_buf <= 1'b1;
            end else begin
                if (m_bready_buf) begin
                    m_busy_buf <= 1'b0;
                end
            end
        end
    end
    assign m_busy = m_busy_buf;
endmodule
==> flow_metrics.py <==
# Metrics from the implementation run
metrics = {
    "run_status": {
        "run_status": "finished, final reports clean",
    },
    "synth": {
        "yosys-top-cells-area": "sky130_fd_sc_hd__dfxtp_1 (49%), sky130_fd_sc_hd__nand2_1 (12%), sky130_fd_sc_hd__a21oi_1 (8.7%)",
        "synth_flop_count": 150,
        "synth_top_flop_cell": "sky130_fd_sc_hd__dfxtp_1",
        "synth-edff-count": 0,
        "synth_top_cell_by_area": "sky130_fd_sc_hd__dfxtp_1",
        "synthesis.instances": 730,
        "yosys.area.top_type_share": 0.485,
        "ys_seq_frac": 0.485,
        "async_reset_ff_frac": 0,
        "synthDistinctLibCells": 36,
        "yosys-stat-cells": 730,
        "mappedNetlistArea_sq_um": 6190,
        "synth_warnings": 2,
        "ys_chip_area_sq_um": 6190,
        "syn_area_per_cell_sq_um": 8.48,
    },
    "drt": {
        "drt_drc_violations_left": 0,
        "finalWirelength_mm": 17.4,
        "drt_pass1_iterations": 5,
        "via_per_inst": 4.88,
        "final_antenna_net_count": 0,
        "wl_per_cell_um": 14.6,
        "vias": 5815,
        "antenna-diode-count": 0,
        "dr.first_iter.drc_count": 254,
    },
    "flow_run": {
        "openroad.warnings": 35,
        "maxCapViolCount": 0,
    },
    "worst_setup_path": {
        "worst-r2r-cell-count": 5,
        "critical-path-max-stage-delay_ns": 0.44,
        "timing.critical_path.from_type": "input pin",
        "critPathLaunch": "s_axi_araddr[18]",
        "cp_max_stage_cell": "sky130_fd_sc_hd__clkdlybuf4s50_1",
        "critPathCaptureType": "flip-flop",
        "data_arrival_at_the_endpoint_of_the_critical_path_ns": 3.05,
        "peak_fanout_along_the_critical_path": 9,
        "critical_path.cell_chain": "clkdlybuf4s50_1, xor2_1, nor4_2, nand4_2, o211ai_1, or3b_1",
        "critical_path_class": "input pin to flip-flop",
        "critPathRequiredTime_ns": 5.78,
        "crit-reg2reg-launch": "r_inst.s_araddr_buf[18]",
    },
    "timing": {
        "fin_skew_ns": 0.00612,
        "fin_crit_sh": 0.503,
        "fin_setup_tns_ns": 0,
        "rsz0062_at_grt": "false",
        "finalHoldViolCount": 0,
        "maxClockFrequency_ghz": 0.361,
        "hold_slack_ns": 0.441,
        "layout_min_cycle_time_ns": 2.77,
        "setup_violations": 0,
        "timing_worst_slew_pin_value_ns": 0.861,
        "slew_violations": 0,
        "slew-limit-headroom": 0.421,
    },
    "floorplan": {
        "rows": 45,
        "core_area_sq_um": 15100,
        "die_h_um": 126,
        "die.size.x_um": 126,
        "die-area_sq_um": 16000,
        "floorplanUtilization": 0.409,
        "boundaryPins": 310,
    },
    "clock_tree": {
        "cts_tree": "yes",
        "number_of_buffers_created_by_cts": 17,
        "cts_num_sinks": 150,
        "htree_levels": 4,
        "cts.reportedPaths.clkPinSlew_ns": 0.05,
        "clock_insertion_delay_worst_skew_ns": 0.41,
        "cts_hold_repair.buffers": 0,
        "clk_root_buffer_cell": "sky130_fd_sc_hd__clkbuf_16",
        "postCtsSetupRepairBufs": 0,
        "clock_path_buffers": 2,
        "cts.repair.resized": 0,
    },
    "grt": {
        "grt_antenna_before_repair": 1,
        "grt_remaining_overflow": 0,
        "number_of_global_route_vias_before_repair": 5447,
        "globalRouteTotalUtil": 0.221,
        "grt_first_pass_wirelength_mm": 27.6,
        "grt_max_degree": 60,
    },
    "min_path": {
        "worstHoldStart": "w_inst.m_bready_buf",
        "whs_path_depth": 1,
        "min-delay-path-class": "flip-flop to flip-flop",
    },
    "power": {
        "max-vdd-ir-drop_uv": 219,
        "power_leakage_nw": 3.61,
        "cellPowerDensity_nw_per_um2": 277,
    },
    "placement": {
        "numPortBuffers": 284,
        "hpwl_mm": 12.5,
        "place_congestion": 0.813,
    },
    "final_layout": {
        "n_fill_cell": 1184,
        "area_growth_pct": 55.6,
        "post_route_cells_drive_above_1_share": 0.0498,
        "multi_input_comb_area_sq_um": 2960,
        "flop_area_sq_um": 3000,
    },
}
-- worst paths after layout --
kind,end,slack (ns)
max,r_inst.addr_res_buf[1],2.73
min,w_inst.m_bready_buf,0.44
max reg2reg,r_inst.addr_res_buf[1],3.54
min reg2reg,w_inst.m_bready_buf,0.44
-- per-layer routing --
| layer | vias up | wire [um] | track usage |
|---|---|---|---|
| met5 | - | 13 | 0 |
| met4 | 2 | 218 | 0.0283 |
| met1 | 2651 | 7470 | 0.306 |
| li1 | 2930 | - | - |
| met2 | 216 | 8260 | 0.359 |
| met3 | 16 | 1450 | 0.0688 |
-- cells in the final DEF, fill, tap and decap left out, types with 15 or more instances in the layout --
cell type                         instances
sky130_fd_sc_hd__a21oi_1                107
sky130_fd_sc_hd__clkbuf_16               17
sky130_fd_sc_hd__clkdlybuf4s50_1        282
sky130_fd_sc_hd__dfxtp_1                150
sky130_fd_sc_hd__mux2i_1                 32
sky130_fd_sc_hd__nand2_1                197
sky130_fd_sc_hd__nand4_1                 15
sky130_fd_sc_hd__nor2_1                  45
sky130_fd_sc_hd__xnor2_1                 32
sky130_fd_sc_hd__xor2_1                  32
-- where the power goes --
| part | internal (mW) | switching (mW) | total, mW | leakage (nW) |
|---|---|---|---|---|
| registers | 1.15 | 0.0426 | 1.19 | 1.23 |
| clock network | 0.668 | 0.410 | 1.08 | 0.269 |
| logic | 0.249 | 0.153 | 0.401 | 2.11 |
| total | 2.06 | 0.606 | 2.67 | 3.61 |
-- cell usage after synthesis (4+ instances only) --
library cell               instances
sky130_fd_sc_hd__o211ai_1          4
sky130_fd_sc_hd__nand2_1         197
sky130_fd_sc_hd__xor2_1           32
sky130_fd_sc_hd__buf_2             7
sky130_fd_sc_hd__nand4_1          15
sky130_fd_sc_hd__a21oi_1         107
sky130_fd_sc_hd__nor2_1           46
sky130_fd_sc_hd__xnor2_1          32
sky130_fd_sc_hd__nor3_1            6
sky130_fd_sc_hd__dfxtp_1         150
sky130_fd_sc_hd__nor4_2            8
sky130_fd_sc_hd__buf_4            14
sky130_fd_sc_hd__clkbuf_1         29
sky130_fd_sc_hd__a31oi_1           4
sky130_fd_sc_hd__mux2i_1          32
sky130_fd_sc_hd__and2_1            6
-- per-stage QoR --
step           std cells  total power [mW]   util  instance area [sq um]  setup slack (ns)
2_1_floorplan        740              1.37      -                   6220              3.10
3_3_place_gp        1165              1.60  0.600                   9080              2.35
3_5_place_dp        1165              1.61  0.600                   9080              2.31
4_1_cts             1192              2.70  0.636                   9630              2.74
5_1_grt             1192              2.79  0.636                   9630              2.64
6_report            1192              2.67  0.636                   9630              2.73
-- registers in the layout (all words and copies together) (netlist names), 4 cells and up --
register             cells
r_inst.s_araddr_buf     32
r_inst.m_rdata_buf      32
w_inst.wstrb_sum         4
r_inst.addr_res_buf      4
w_inst.wdata_buf        32
w_inst.s_awaddr_buf     32
-- layout make-up --
cell class,count,area share
Clock buffer,23,0.0517
Clock inverter,4,0.00494
Inverter,2,0.000780
Multi-Input combinational cell,535,0.307
Sequential cell,150,0.312
Tap cell,188,0.0244
Timing Repair Buffer,290,0.299
-- cells by family (layout without fill, tap and decap cells) --
kind of cell / after synthesis / in the layout / share of synthesized area
AND-OR/OR-AND: 123 / 123 / 0.106
flip-flops: 150 / 150 / 0.485
buffers and inverters: 55 / 319 / 0.0433
multiplexers: 35 / 35 / 0.0572
other: 2 / 12 / 0.00121
AND/OR/NAND/NOR: 301 / 301 / 0.217
XOR/XNOR: 64 / 64 / 0.0906
-- critical path: cells and delay by family --
family	cells	cell delay [ns]
simple gates	3	1.07
xor+xnor	1	0.16
buf+inv	1	0.44
compound gates	1	0.27
Power figures rest on the tool's default switching activity, not on a simulated workload.
