===== flow/design.v =====
`timescale 1ns / 1ps
module rbcp_bridge(
    input wire clk,
    input wire rst,
    input  wire        rbcp_act,
    input  wire [31:0] rbcp_addr,
    input  wire [7:0]  rbcp_wd,
    input  wire        rbcp_we,
    input  wire        rbcp_re,
    output wire        rbcp_ack,
    output wire [7:0]  rbcp_rd,
    output wire [31:0] m_axi_awaddr,  
    output wire [2:0]  m_axi_awprot,  
    output wire        m_axi_awvalid, 
    input  wire        m_axi_awready, 
    output wire [31:0] m_axi_wdata,   
    output wire [3:0]  m_axi_wstrb,   
    output wire        m_axi_wvalid,  
    input  wire        m_axi_wready,  
    input  wire [1:0]  m_axi_bresp,   
    input  wire        m_axi_bvalid,  
    output wire        m_axi_bready,  
    output wire [31:0] m_axi_araddr,  
    output wire [2:0]  m_axi_arprot,  
    output wire        m_axi_arvalid, 
    input  wire        m_axi_arready, 
    input  wire [31:0] m_axi_rdata,   
    input  wire        m_axi_rvalid,  
    output wire        m_axi_rready,  
    input  wire [1:0]  m_axi_rresp,   
    output wire [3:0] araddr_res,  
    output wire [1:0] debug_rresp,
    output wire [1:0] debug_bresp
);
    assign debug_rresp = m_axi_rresp;
    assign debug_bresp = m_axi_bresp;
    reg [31:0] addr_buf;
    wire [1:0] addr_res;
    always @(posedge clk) begin
        if (rst) begin
            addr_buf <= 32'd0;
        end else begin
            if (rbcp_we || rbcp_re) begin
                addr_buf <= rbcp_addr;
            end
        end
    end
    assign m_axi_awaddr = {addr_buf[31:2], 2'b00};
    assign m_axi_araddr = {addr_buf[31:2], 2'b00};
    assign addr_res = addr_buf[1:0];
    assign m_axi_wstrb[0] = (addr_res == 2'd0);
    assign m_axi_wstrb[1] = (addr_res == 2'd1);
    assign m_axi_wstrb[2] = (addr_res == 2'd2);
    assign m_axi_wstrb[3] = (addr_res == 2'd3);
    assign araddr_res = m_axi_wstrb;
    reg awvalid_buf;
    always @(posedge clk) begin
        if (rst) begin
            awvalid_buf <= 1'b0;
        end else begin
            if (rbcp_we) begin
                awvalid_buf <= 1'b1;
            end else if (awvalid_buf && m_axi_awready) begin
                awvalid_buf <= 1'b0;
            end
        end
    end
    assign m_axi_awvalid = awvalid_buf;
    reg arvalid_buf;
    always @(posedge clk) begin
        if (rst) begin
            arvalid_buf <= 1'b0;
        end else begin
            if (rbcp_re) begin
                arvalid_buf <= 1'b1;
            end else if (arvalid_buf && m_axi_arready) begin
                arvalid_buf <= 1'b0;
            end
        end
    end
    assign m_axi_arvalid = arvalid_buf;
    reg [7:0] wdata_buf;
    always @(posedge clk) begin
        if (rst) begin
            wdata_buf <= 32'd0;
        end else begin
            wdata_buf <= rbcp_wd;
        end
    end
    assign m_axi_wdata = {4{wdata_buf}};
    reg wvalid_buf;
    always @(posedge clk) begin
        if (rst) begin
            wvalid_buf <= 1'b0;
        end else begin
            if (rbcp_we) begin
                wvalid_buf <= 1'b1;
            end else if (wvalid_buf && m_axi_wready) begin
                wvalid_buf <= 1'b0;
            end
        end
    end
    assign m_axi_wvalid = wvalid_buf;
    reg bready_buf;
    always @(posedge clk) begin
        if (rst) begin
            bready_buf <= 1'b0;
        end else begin
            if (m_axi_bvalid && ~bready_buf) begin
                bready_buf <= 1'b1;
            end else if (bready_buf) begin
                bready_buf <= 1'b0;
            end else begin
                bready_buf <= bready_buf;
            end
        end
    end
    assign m_axi_bready = bready_buf;
    reg [7:0] rdata_buf;
    always @(posedge clk) begin
        if (rst) begin
            rdata_buf <= 8'd0;
        end else begin
            if (m_axi_rvalid) begin
                case (addr_res) 
                2'b00: rdata_buf <= m_axi_rdata[7:0];
                2'b01: rdata_buf <= m_axi_rdata[15:8];
                2'b10: rdata_buf <= m_axi_rdata[23:16];
                2'b11: rdata_buf <= m_axi_rdata[31:24];
                default: rdata_buf <= 0;
                endcase
            end
        end
    end
    assign rbcp_rd = rdata_buf;
    reg rready_buf;
    always @(posedge clk) begin
        if (rst) begin
            rready_buf <= 1'b0;
        end else begin
            if (m_axi_rvalid && ~rready_buf) begin
                rready_buf <= 1'b1;
            end else if (rready_buf) begin
                rready_buf <= 1'b0;
            end else begin
                rready_buf <= rready_buf;
            end
        end
    end
    assign m_axi_rready = rready_buf;
    assign rbcp_ack = m_axi_rready | m_axi_bready;
    assign m_axi_awprot = 3'b000;
    assign m_axi_arprot = 3'b000;
endmodule

===== flow/run.sh =====
#!/bin/bash
# OpenROAD 26Q1-2900-gdf79404cd8, Yosys 0.63+post, stock flow scripts
make -C /OpenROAD-flow-scripts/flow DESIGN_CONFIG=/design/flow/config.mk WORK_HOME=/design/flow/orfs finish

===== flow/config.mk =====
export PLATFORM = sky130hd
export DESIGN_NAME = rbcp_bridge
export DESIGN_NICKNAME = rbcp_bridge
export VERILOG_FILES = /design/flow/design.v
export SDC_FILE = /design/flow/constraint.sdc
export NUM_CORES = 4
export LEC_CHECK = 1
export CORE_AREA = 10 10 123 123
export DIE_AREA = 0 0 133 133

===== flow/constraint.sdc =====
current_design rbcp_bridge

set clk_period 1.8
set clk_io_pct 0.2

create_clock -name clk0 -period $clk_period [get_ports {clk}]

set non_clock_inputs [all_inputs -no_clocks]
set_input_delay [expr $clk_period * $clk_io_pct] -clock clk0 $non_clock_inputs
set_output_delay [expr $clk_period * $clk_io_pct] -clock clk0 [all_outputs]

==> metrics.yaml <==
status: "complete, no violations"
worstPathRequired_ns: 1.44
logic_area_sq_um: 1090
cp-start-kind: "flip-flop"
hold_viol: 0
warnings: 26
cp_max_fo: 6
dp_cells: 589
clkSinkCount: 53
post-route-period-util_pct: 95.0
top_area_share_pct: 34.8
synthTopCellsByArea: "dfxtp_1 (35%), buf_4 (26%), or3b_1 (9.8%), a21oi_1 (5.7%), mux2i_1 (5.3%)"
mostFrequentLayoutCells: "clkdlybuf4s50_1 (191), dfxtp_1 (51), a21oi_1 (35)"
antenna_cells: 0
lay_top_count: "clkdlybuf4s50_1"
simple_gate_share_pct: 15.7
cts_tree: "built"
die_area_sq_um: 17700
vias: 2422
yosys.area_share.xor_xnor_pct: 0
io_pins: 214
worst_r2r_startpoint: "addr_buf[1]"
cp.arrival_ns: 1.35
wl_met3_um: 1110
grt_pass1_vias: 2540
wirelength_met1_um: 3840
period_minus_slack_ns: 1.71
ys_sh_aoi_pct: 13.5
die_y_um: 133
drt-vias-per-instance: 4.06
globalplace.congestion: 0.709
path_clk_slew_ns: 0.07
initCoreUtil_pct: 24.3
routed_wl_um: 9340
num_rows: 41
synth_stat.cells: 333
die_w_um: 133
antenna_found_initial: 0
hold_start: "rst"
worstMarginPinSlew_ns: 0.881
hold_path.class: "primary input to flip-flop"
rsz0062_at_grt: "false"
powerDensity_nw_per_um2: 642
layout-drive-gt1-share_pct: 6.82
clk_latency_ns: 0.29
ys_seq_share_pct: 34.8
root_buffer: "clkbuf_16"
dp_slack_ns: 0.138
core-area_sq_um: 12600
dr.max_layer_used: "met4"
p_leak_nw: 1.59
adder_share_pct: 0
final-setup-viol-count: 0
crit_path_end_kind: "output pin"
fin_cells: 597
vdd_drop_max_mv: 0.293
avgRoutedWirePerCell_um: 15.7
fmax_ghz: 0.585
drtAntennaViolNets: 0
slew_headroom_pct: 41.2
drt_first_iter_violations: 100
startpoint: "addr_buf[1]"
slew_violations: 0
dr.pass1.iters: 7
grt_pass1_wl_um: 14600
grt_max_degree: 66
synth-seq-cells: 53
seqCellArea_sq_um: 1060
tns_ns: 0
grt_util_all_layers_pct: 10.1
ys_top_logic_family: "buffers and inverters"
area_growth_syn_to_layout_pct: 47.8
synth_chip_area_sq_um: 3050
syn-cell-area_sq_um: 3050
met2WireLength_um: 4240
cts_buffer_depth: 2
synth.mux.area_fraction_pct: 5.25
synth_cells: 333
gr-total-overflow: 0
port_buffers: 194
cap_violations: 0
drc_errors: 0
yosysWarnings: 1
synthDistinctLibCells: 22
htreeDepth: 2
fin_ws_ns: 0.0897
cts_buffers: 5
fillers: 1277
fin_skew_ns: 0.00530
yosysTopAreaCell: "dfxtp_1"
dp_hpwl_um: 7230
post_cts_buffers: 0
power.total_w: 0.00289
avgSynthCellArea_sq_um: 9.16
setup.worst_path.class: "flip-flop to output pin"
-- path summary, 6_finish.rpt --
check	to	slack, ns	cells after the start
setup reg to reg	rdata_buf[0]	0.58	3
hold / removal	rready_buf	0.38	2
setup / recovery	m_axi_wstrb[2]	0.09	2
hold reg to reg	bready_buf	0.44	1
-- power breakdown --
group	switching, W	internal, W	total, W
sequential	0.0000540	0.00125	0.00130
clock	0.000431	0.000513	0.000943
combinational	0.000169	0.000479	0.000647
-- Yosys cell counts --
library cell and count:
buf_6 7, mux2i_1 16, nor2_1 1, or3b_1 34, o221ai_2 1, o221ai_1 7, buf_1 1, nand3b_1 1
nor2b_1 10, buf_4 105, nor3b_1 2, and2_1 1, o21ai_0 32, dfxtp_1 53, or3b_2 7, conb_1 1
buf_2 6, inv_1 2, a21oi_1 35, clkbuf_1 7, nand2b_1 3, or2_2 1
-- through the flow --
| stage | cell area [sq um] | hold slack [ns] | util (%) |
|---|---|---|---|
| 6_report | 4510 | 0.379 | 35.9 |
| 5_1_grt | 4510 | 0.408 | 35.9 |
| 3_3_place_gp | 4360 | 0.424 | 34.7 |
| 2_1_floorplan | 3080 | 0.389 | - |
| 4_1_cts | 4500 | 0.379 | 35.8 |
| 3_5_place_dp | 4360 | 0.438 | 34.7 |
-- cell families after synthesis --
| logic type | after synthesis |
|---|---|
| multiplexers | 16 |
| AND/OR/NAND/NOR | 60 |
| other | 1 |
| buffers and inverters | 128 |
| AND-OR/OR-AND | 75 |
| flip-flops | 53 |
-- state kept, by name (all words and copies together), names as in the netlist --
name and cells:
addr_buf 32, arvalid_buf 1, awvalid_buf 1, bready_buf 1
rdata_buf 8, rready_buf 1, wdata_buf 8, wvalid_buf 1
-- per-layer routing --
metal / vias up / track usage (%)
met1: 1091 / 12.5
met5: - / 0
met4: 0 / 1.53
li1: 1206 / -
met3: 10 / 5.34
met2: 115 / 15.4
-- repair_timing --
action | 4_1_cts | 5_1_grt
setup endpoints to repair | 2 | 4
hold buffers | 0 | 0
resized | 1 | 2
cloned | 0 | 0
-- critical path: stages (launching register included) --
cell and delay, ns:
dfxtp_2 0.38, nor2b_1 0.18, clkdlybuf4s50_1 0.50
-- cell type report --
class                   count  share of cell area, %
clock buffers               6                   2.86
flip-flops and latches     53                   23.6
repair buffers            201                   44.2
clock inverters             2                  0.222
inverters                   2                  0.167
multi-input cells         161                   24.2
well taps                 172                   4.77
Power figures rest on the tool's default switching activity, not on a simulated workload.
